==> config.mk <==
export PLATFORM = sky130hd
export DESIGN_NAME = gnrl_dfflr
export DESIGN_NICKNAME = gnrl_dfflr
export VERILOG_FILES = /design/flow/design.v
export SDC_FILE = /design/flow/constraint.sdc
export NUM_CORES = 4
export LEC_CHECK = 1
export CORE_AREA = 10 10 94 94
export DIE_AREA = 0 0 104 104
export SYNTH_HDL_FRONTEND = slang
==> constraint.sdc <==
current_design gnrl_dfflr

set clk_period 1.1
set clk_io_pct 0.2

create_clock -name clk0 -period $clk_period [get_ports {clk}]

set non_clock_inputs [all_inputs -no_clocks]
set_input_delay [expr $clk_period * $clk_io_pct] -clock clk0 $non_clock_inputs
set_output_delay [expr $clk_period * $clk_io_pct] -clock clk0 [all_outputs]
==> design.v <==
module gnrl_dffl #(parameter width = 32) (
input  clk,
input  lden, 
input  [width-1:0] dnxt,
output [width-1:0] qout 
);
reg [width-1:0] qout_r;
always @(posedge clk) begin
  if (lden == 1'b1)
    qout_r <= dnxt;
end
assign qout = qout_r;    
endmodule
module gnrl_dfflr #(parameter width = 32) (
input  clk,
input  rst_n,
input  lden, 
input  [width-1:0] dnxt,
output [width-1:0] qout
);
reg [width-1:0] qout_r;
always @(posedge clk or negedge rst_n) begin
  if (rst_n == 1'b0)
    qout_r <= {width{1'b0}};
  else if (lden == 1'b1)
    qout_r <= dnxt;
end
assign qout = qout_r;    
endmodule
module gnrl_dffr # (parameter width = 32) (
input  clk,
input  rst_n,
input  [width-1:0] dnxt,
output [width-1:0] qout
);
reg [width-1:0] qout_r;
always @(posedge clk or negedge rst_n) begin
  if (rst_n == 1'b0)
    qout_r <= {width{1'b0}};
  else                  
    qout_r <= dnxt;
end
assign qout = qout_r;
endmodule
==> run.sh <==
#!/bin/bash
# OpenROAD 26Q1-2900-gdf79404cd8, Yosys 0.63+post, stock flow scripts
make -C /OpenROAD-flow-scripts/flow DESIGN_CONFIG=/design/flow/config.mk WORK_HOME=/design/flow/orfs finish
==> flow_metrics.tcl <==
# metrics dict for downstream scripts
set metrics [dict create \
    status "complete, no violations" \
    fmax_mhz 941 \
    grt.overflow.total 0 \
    netlist_area_um2 1350 \
    synth-edff-count 0 \
    die_width_um 104 \
    first_global_vias 969 \
    drv_cap 0 \
    ys.flop_type "dfrtp_1" \
    die-area_um2 10800 \
    h-tree-depth 2 \
    cts_num_sinks 32 \
    hold_violations 0 \
    crit_cells 1 \
    warnings 25 \
    grt_first_pass_wirelength_um 5510 \
    max_stage_delay_ns 0.38 \
    die_h_um 104 \
    place.gp.congestion 0.691 \
    crit_path_end_kind "output pin" \
    n_antenna_cell 0 \
    route.detailed.drc 0 \
    dr.pass1.iters 2 \
    crit_type "reg -> out" \
    avgRoutedWirePerCell_um 13.7 \
    cts_root_buf "clkbuf_8" \
    cp-endpoint "qout[15]" \
    p_per_area_nw_per_um2 1290 \
    r2r_start "qout[5]$_DFFE_PN0P_" \
    critical_path.top_delay_family "flip-flops" \
    ios 67 \
    ys_async_sr_fraction_pct 100 \
    grt_usage_pct 6.23 \
    cts_tree "done" \
    io_buffers 66 \
    cp_max_fo 2 \
    syn_inst 68 \
    finClkSkew_ns 0 \
    path_buffers 1 \
    reg2reg_depth 3 \
    max_slew_margin_pct 87.5 \
    peakVddDrop_mv 0.391 \
    drive_above_1_share_pct 44.4 \
    ys_ff 32 \
    syn_to_final_growth_pct 66.0 \
    via_count 859 \
    dp_hpwl_um 2420 \
    period_used_pct 96.7 \
    synth_seq_share_pct 59.5 \
    coreArea_um2 6830 \
    fp-row-count 30 \
    ys_chip_area_um2 1350 \
    fin_ws_ns 0.0368 \
    critPathArrivalTime_ns 0.84 \
    first_iter_violations 4 \
    wl_um 3420 \
    r2r-end "qout[5]$_DFFE_PN0P_" \
    largest_reg_flops 32 \
    antenna_found_initial 0 \
    yosys-top-cells-count "dfrtp_1 (32), mux2_4 (30), buf_12 (3), mux2_2 (2), buf_6 (1)" \
    ant_nets 0 \
    yosysWarningCount 0 \
    whs_ns 0.315 \
    ctsHoldBuffers 0 \
    reg2reg_slack_ns 0.12 \
    finalPower_w 0.00289 \
    largest_area_cell "dfrtp_1" \
    tns_ns 0 \
    synth.most_common_cell "dfrtp_1" \
    start_kind "flop" \
    yosys_cells 68 \
    pre_cts_ws_ns 0.0677 \
    insertion_delay_ns 0.27 \
    synth_top_area_share_pct 59.5 \
    ys_types 5 \
    fp-utilization_pct 19.7 \
    crit_path_cell_trace "clkdlybuf4s15_1" \
    startpoint "qout[15]$_DFFE_PN0P_" \
    critPathRequiredTime_ns 0.88 \
    min_path_type "in -> async" \
    finalSetupViolCount 0 \
    topCellsByArea "dfrtp_1 (60%), mux2_4 (33%), buf_12 (4.5%)" \
    vias_per_cell 3.45 \
    worstMarginPinSlew_ns 0.188 \
    numCtsBuffers 5 \
    path_clk_slew_ns 0.07 \
    avgSynthCellArea_um2 19.8 \
    leakage_nw 1.04 \
    drv_slew 0 \
    crit_slowest_cell "dfrtp_1" \
    min_period_ns 1.06 \
    fin_util_pct 32.7 \
    clk_path_buf_depth 2 \
    grt_max_degree 33 \
]
-- routing by layer --
layer  GRT usage, %  share of wire (%)  vias up
met5              0                  0        -
met4          0.398                  0        0
li1               -                  -      402
met3           4.14                 13        0
met2           8.51                 39       52
met1           8.39                 47      405
-- placed cells by master (no fill, tap or decap) --
| cell type | instances |
|---|---|
| buf_12 | 3 |
| buf_2 | 2 |
| buf_4 | 12 |
| clkbuf_2 | 11 |
| clkbuf_8 | 6 |
| clkdlybuf4s15_1 | 20 |
| clkdlybuf4s50_1 | 33 |
| clkinv_2 | 2 |
| dfrtp_1 | 32 |
| mux2_2 | 2 |
| mux2_4 | 30 |
-- report_power, final --
group          internal (W)  switching, W  total, W
clock network      0.000499      0.000437  0.000936
logic              0.000455      0.000142  0.000598
registers           0.00129     0.0000589   0.00135
-- kinds of logic (layout without fill, tap and decap cells) --
kind of cell	count (synthesis)	count (layout)	share of synthesized area, %
muxes	32	32	35.2
DFF	32	32	59.5
buffers and inverters	4	89	5.30
-- per-stage QoR --
stage | cell area [um2] | std cells
2_1_floorplan | 1350 | 68
3_3_place_gp | 2110 | 229
3_5_place_dp | 2110 | 229
4_1_cts | 2260 | 245
5_1_grt | 2230 | 249
6_report | 2230 | 249
-- timing repair --
item                                   in CTS  in global routing
setup buffers                               8                  4
setup endpoints to repair                  32                 15
endpoints found under the hold margin       0                  0
gates resized                              65                 11
-- worst min path at each step --
stage / endpoint / slack [ns] / cells past startpoint
global route: qout[3]$_DFFE_PN0P_ / 0.32 / 2
finish: qout[3]$_DFFE_PN0P_ / 0.31 / 2
CTS: qout[1]$_DFFE_PN0P_ / 0.31 / 2
-- layout make-up --
class | instances | area (um2)
timing repair buffer | 81 | 746
tap | 96 | 120
sequential | 32 | 801
clock inverter | 2 | 10.0
clock buffer | 6 | 82.6
multi-input combinational | 32 | 473
fill | 699 | 4600
